$ cat /design/flow/run.sh
#!/bin/bash
# OpenROAD 26Q1-2900-gdf79404cd8, Yosys 0.63+post, stock flow scripts
make -C /OpenROAD-flow-scripts/flow DESIGN_CONFIG=/design/flow/config.mk WORK_HOME=/design/flow/orfs finish
$ cat /design/flow/config.mk
export PLATFORM = sky130hd
export DESIGN_NAME = comparators
export DESIGN_NICKNAME = comparators
export VERILOG_FILES = /design/flow/design.v
export SDC_FILE = /design/flow/constraint.sdc
export NUM_CORES = 4
export LEC_CHECK = 1
export CORE_AREA = 10 10 70 70
export DIE_AREA = 0 0 80 80
$ cat /design/flow/constraint.sdc
current_design comparators

set clk_period 3.3
set clk_io_pct 0.2

create_clock -name clk0 -period $clk_period

set non_clock_inputs [all_inputs -no_clocks]
set_input_delay [expr $clk_period * $clk_io_pct] -clock clk0 $non_clock_inputs
set_output_delay [expr $clk_period * $clk_io_pct] -clock clk0 [all_outputs]
$ cat /design/flow/design.v
module comparators(eq,neq,lt,lte,gt,gte,a,b);
	parameter N = 8;
	input [N-1:0] a, b;
	output eq, neq;
	output lt, lte;
	output gt, gte;
	assign eq = (a == b);
	assign neq = (a != b);
	assign lt = (a < b);
	assign lte = (a <= b);
	assign gt = (a > b);
	assign gte = (a >= b);
endmodule
==> qor.log <==
INFO  drt            routed-via-count=285
INFO  timing         finalWorstPathRequiredPeriod=3121ps
INFO  cells_and_area fillCellCount=408
INFO  setup_path     endpoint_kind=primary output
INFO  synth          ys_sh_mux=0%
INFO  drt            post_detailed_routing_wire_length=840µm
INFO  grt            grt_remaining_overflow=0
INFO  drt            drt_first_iter_violations=3
INFO  synth          ys_sh_simple=19.69%
INFO  placed_design  place_hpwl=824.9µm
INFO  synth          top_cells_by_area_in_the_synthesized_netlist=sky130_fd_sc_hd__ha_1, sky130_fd_sc_hd__inv_1, sky130_fd_sc_hd__a21oi_1
INFO  synth          ys_top_cells_by_count=sky130_fd_sc_hd__inv_1, sky130_fd_sc_hd__ha_1, sky130_fd_sc_hd__a21oi_1
INFO  drt            vias_per_cell=2.822
INFO  placed_design  place.gp.congestion=0.6288
INFO  flow_run       stage_log_warnings=32
INFO  synth          top_area_cell=sky130_fd_sc_hd__ha_1
INFO  placed_design  post-place-cells=101
INFO  floorplanning  fp_util=7.070%
INFO  pwr            power-per-cell-area=115.4nW/µm²
INFO  floorplanning  floorplan.rows=21
INFO  synth          synthesis.instances=33
INFO  pwr            p_total=0.05993mW
INFO  setup_path     cp_slowest_stage_delay=490ps
INFO  cells_and_area layout-area-overhead-vs-synth=115.0%
INFO  synth          netlist_area=241.5µm²
INFO  timing         final-max-slew-violation-count=0
INFO  floorplanning  die_x_extent=80µm
INFO  synth          synth.cellmix.compoundShare=24.87%
INFO  drt            final_antenna_net_count=0
INFO  synth          post-synth-top-count-cell=sky130_fd_sc_hd__inv_1
INFO  cells_and_area final.clkbuf_count=0
INFO  cells_and_area sequential_cell_total=0
INFO  pwr            power.leakage=0.2335nW
INFO  placed_design  io_buffers=22
INFO  cells_and_area layout-drive-gt1-share=7.273%
INFO  timing         rsz0062_at_grt=no
INFO  setup_path     crit_fanout=4
INFO  hold_path      worst_hold_path_type=in -> out
INFO  setup_path     startpoint_type=input port
INFO  timing         fin_setup_tns=0ps
INFO  timing         slew_headroom=80.64%
INFO  flow_run       timing.max_cap.violations=0
INFO  synth          yosysTopAreaCellShare=41.45%
INFO  clock_tree     post_cts.resized_instances=0
INFO  drt            drt_first_pass_iters=2
INFO  synth          xor_share=0%
INFO  clock_tree     postCtsHoldBufs=0
INFO  timing         finalClockPeriodUsage=94.56%
INFO  setup_path     crit_path_top_delay_cell=sky130_fd_sc_hd__clkdlybuf4s50_1
INFO  cells_and_area stdcell_count=101
INFO  synth          ys_cells=33
INFO  grt            track_usage=2.586%
INFO  synth          postSynthAreaPerCell=7.318µm²
INFO  timing         fmax=320.5MHz
INFO  floorplanning  chip_footprint=6400µm²
INFO  setup_path     setup.worst_path.class=in -> out
INFO  grt            via_count_of_the_first_global_routing_pass=293
INFO  setup_path     timing.critical_path.cells=clkdlybuf4s50_1 -> inv_1 -> ha_1 -> nand4_2 -> or2_4 -> o21ai_1 -> clkdlybuf4s50_1
INFO  drt            detail_route.drc_violations=0
INFO  cells_and_area postLayoutCoreUtil=15.20%
INFO  floorplanning  fp.dieH=80µm
INFO  grt            grt_first_pass_wirelength=1317µm
INFO  pwr            power.ir.vdd_worst=0.00003250V
INFO  timing         final-setup-viol-count=0
INFO  synth          synth.yosys.warnings=0
INFO  drt            wl_cell=8.317µm
INFO  synth          yosys-dominant-comb-family=adder cells
INFO  setup_path     crit_arrival=2460ps
INFO  synth          ys_seq_share=0%
INFO  timing         max_slew.worst_pin.slew=288.5ps
INFO  synth          yosys.area_share.adder=41.45%
INFO  floorplanning  core_area=3416µm²
INFO  setup_path     crit_required=2640ps
INFO  grt            grt_antenna_before_repair=0
INFO  drt            antenna_cells=0
INFO  clock_tree     postCtsSetupBuffers=0
INFO  grt            grt_max_degree=5
INFO  status         run_status=complete, no violations
INFO  synth          synth.distinct_cells=15
INFO  setup_path     timing.critical_path.mode_cell=sky130_fd_sc_hd__clkdlybuf4s50_1
INFO  synth          synth.yosys.chip_area=241.5µm²
INFO  floorplanning  io_pins=22
INFO  cells_and_area sequential_cell_area=0µm²
INFO  timing         final_hold_violations=0
==> metal layers <==
layer / global-route usage, % / vias to the layer above / share of wire, %
met5: 0 / - / 0
met4: 0 / 0 / 0
met3: 0.7955 / 0 / 9.9
met2: 5.217 / 11 / 53
met1: 2.637 / 117 / 37
li1: - / 157 / -
==> final timing paths <==
| check | startpoint | end | slack (ps) | depth (start not counted) |
|---|---|---|---|---|
| hold / removal | b[7] | lt | 2580 | 7 |
| setup / recovery | b[7] | lte | 180 | 7 |
==> logic make-up (layout without fill, tap and decap cells) <==
logic type      after synthesis  count (layout)
fa+ha+maj                     8               8
buf+inv                       9              31
compound gates                9               9
simple gates                  7               7
==> stage by stage <==
stage | worst slack [ps] | cell area (µm²) | hold WS (ps)
after CTS | 133.9 | 519.2 | 2603
after global placement | 151.8 | 519.2 | 2599
final | 179.5 | 519.2 | 2575
after global routing | 46.75 | 519.2 | 2674
after floorplan | 1141 | 241.5 | 1632
after detailed placement | 133.9 | 519.2 | 2603
==> critical path: cells and delay by family <==
| family | cells | cell delay [ps] |
|---|---|---|
| buffers and inverters | 3 | 980 |
| adder cells (fa/ha/maj) | 1 | 310 |
| AND/OR/NAND/NOR | 2 | 440 |
| AND-OR/OR-AND | 1 | 70 |
==> placed cells by master (no fill, tap or decap), drive strengths merged <==
cell,n
clkdlybuf4s50,22
o211ai,1
nor2b,1
ha,8
inv,9
nor2,1
a31oi,1
a21oi,4
nand4,2
or2,2
o21ai,2
o21a,1
nand2,1
==> cell type report <==
class | count | area, µm² | area share, %
inverter | 9 | 33.78 | 6.506
multi-input combinational | 24 | 207.7 | 40.00
tap | 46 | 57.56 | 11.08
timing repair buffer | 22 | 220.2 | 42.41
==> power by group <==
| group | internal (mW) | leakage, nW | total (mW) | switching [mW] |
|---|---|---|---|---|
| combinational | 0.0399 | 0.234 | 0.0599 | 0.0200 |
| clock | 0 | 0 | 0 | 0 |
| sequential | 0 | 0 | 0 | 0 |
Power and IR drop assume default switching activity.
